==> design.v <==
module output_arbiter #(
    parameter int NUM_INPUTS = 5
)(
    input  logic                 clk,
    input  logic                 rst,
    input  logic [NUM_INPUTS-1:0] fifo_empty,
    input  logic                 outq_ready,
    output logic [NUM_INPUTS-1:0] fifo_rd_en,
    output logic                 grant_valid
);
    localparam int PTR_W = $clog2(NUM_INPUTS);
    logic [PTR_W-1:0] rr_ptr;
    logic [PTR_W-1:0] grant_idx;
    logic             found;
    integer i;
    always_comb begin
        fifo_rd_en  = '0;
        grant_valid = 1'b0;
        grant_idx   = rr_ptr;
        found       = 1'b0;
        if (outq_ready) begin
            for (i = 1; i <= NUM_INPUTS; i++) begin
                int idx;
                idx = (rr_ptr + i) % NUM_INPUTS;
                if (!fifo_empty[idx] && !found) begin
                    grant_idx   = idx[PTR_W-1:0];
                    found       = 1'b1;
                    grant_valid = 1'b1;
                end
            end
            if (found)
                fifo_rd_en[grant_idx] = 1'b1;
        end
    end
    always_ff @(posedge clk) begin
        if (rst) begin
            rr_ptr <= '0;
        end else if (grant_valid && outq_ready) begin
            rr_ptr <= grant_idx;
        end
    end
endmodule
==> run.sh <==
#!/bin/bash
# OpenROAD 26Q1-2900-gdf79404cd8, Yosys 0.63+post, stock flow scripts
make -C /OpenROAD-flow-scripts/flow DESIGN_CONFIG=/design/flow/config.mk WORK_HOME=/design/flow/orfs finish
==> config.mk <==
export PLATFORM = sky130hd
export DESIGN_NAME = output_arbiter
export DESIGN_NICKNAME = output_arbiter
export VERILOG_FILES = /design/flow/design.v
export SDC_FILE = /design/flow/constraint.sdc
export NUM_CORES = 4
export LEC_CHECK = 1
export CORE_AREA = 10 10 93 93
export DIE_AREA = 0 0 103 103
export SYNTH_HDL_FRONTEND = slang
==> constraint.sdc <==
current_design output_arbiter

set clk_period 4.4
set clk_io_pct 0.2

create_clock -name clk0 -period $clk_period [get_ports {clk}]

set non_clock_inputs [all_inputs -no_clocks]
set_input_delay [expr $clk_period * $clk_io_pct] -clock clk0 $non_clock_inputs
set_output_delay [expr $clk_period * $clk_io_pct] -clock clk0 [all_outputs]
==> impl_metrics.csv <==
group,metric,value,unit
worst_setup_path,worstPathRequired,3.52,ns
synthesis,ys_seq_share,3.075,%
die,fp_util,28.91,%
place,portBuffers,13,
die,die_area,10610,um2
cts,clk_pin_slew_worst_paths,0.03,ns
global_route,grt_pass1_vias,2441,
place,place.gp.congestion,0.9325,
synthesis,logic_family,"AND-OR/OR-AND gates",
route,dr.pass1.iters,4,
synthesis,synth.avg_cell_area,7.315,um2
final_timing,slew_viol_final,0,
worst_setup_path,slowest_stage,"or4b_4",
die,rows,30,
final_timing,grt_setup_unrepaired,"yes",
layout,final_common_cell,"buf_4",
route,num_vias,2505,
route,finalWirelength,7.098,mm
synthesis,ys_cells,267,
final_timing,hold_violations,0,
global_route,grt-ovfl-total,0,
cts,cts_tree,"built",
worst_hold_path,holdPathEnd,"rr_ptr[1]",
cts,clock-sinks,3,
final_timing,fin_ws,-0.7818,ns
worst_setup_path,worstReg2RegEnd,"rr_ptr[0]",
place,post-place-cells,437,
layout,reg.largest.list,"rr_ptr: 3 flops",
layout,fin_util,49.85,%
worst_setup_path,crit_path_end_kind,"primary output",
synthesis,edf_count,0,
final_timing,max_freq,193.0,MHz
worst_setup_path,crit_path_start_kind,"flip-flop",
synthesis,synthAoiAreaFrac,36.13,%
synthesis,synth.area.mux_share,8.969,%
layout,layout.cells.non_filler,463,
worst_setup_path,rr_worst_depth,21,
worst_setup_path,cp_top_family,"simple AND/OR/NAND/NOR gates",
worst_setup_path,crit_fanout,4,
route,routedWlPerCell,15.33,um
cts,cts_hold_buf,0,
cts,htreeDepth,1,
cts,clock_latency,0.21,ns
layout,fill_cells,621,
route,dr.first_iter.drc_count,146,
global_route,grt_max_degree,23,
place,dpl_cell_area,2889,um2
worst_hold_path,min_path_cells,3,
synthesis,flop_cell,"dfxtp_1",
synthesis,synthAdderAreaFrac,14.73,%
global_route,antenna_found_initial,0,
synthesis,yosys_area,1953,um2
run_status,violations,"setup timing",
route,viasPerCell,5.410,
route,ant_nets,0,
final_timing,worst_pin_slew,0.4928,ns
final_timing,finalCriticalPeriod,5.182,ns
die,ios,14,
route,num_antenna_cells,0,
cts,clock-root-buffer,"clkbuf_8",
synthesis,async_flop_share,0,%
die,coreArea,6756,um2
worst_hold_path,min_path_type,"flip-flop to flip-flop",
final_timing,fin_hold_ws,0.8067,ns
synthesis,synthDistinctLibCells,72,
final_timing,relSlewSlack,66.80,%
route,drc_errors,0,
worst_hold_path,holdCritStartpoint,"rr_ptr[1]",
job,maxCapViolCount,0,
layout,final_layout_top_logic_cells,"buf_4, nand2_1, nor2_1, inv_1",
worst_setup_path,slowest_delay,0.53,ns
worst_setup_path,path_cells,"buf_6 > inv_4 > ha_4 > ha_4 > nor3b_2 > o31ai_4 > xnor2_2 > ha_2 > nand2b_4 > nand2b_1 > o21a_1 > nand2_2 > mux2_4 > or2_4 > o211a_1 > and3_4 > or4b_4 > buf_6 > nor3b_4 > buf_2",
global_route,grt_use_total,13.53,%
worst_setup_path,cp_data_arrival_time,4.30,ns
final_timing,fin_skew,0.001130,ns
cts,clockBufferDepth,2,
synthesis,synth_warnings,0,
layout,largest_reg_flops,3,
worst_setup_path,reg2reg_slack,0.40,ns
layout,largest_register,"rr_ptr",
cts,cts_buffers,3,
worst_setup_path,path_buffers,4,
global_route,grt_pass1_wl,11.89,mm
worst_setup_path,critPathKind,"flip-flop to primary output",
synthesis,synth_area,1953,um2
layout,syn2layout_area_growth,72.45,%
run_status,outcome,"finished, violations left",
synthesis,syn_inst,267,
synthesis,ys.flops,3,
die,fp.dieW,103,um
final_timing,fin_crit_sh,117.8,%
final_timing,setup_viol,6,
place,dpl.hpwl,5.050,mm
job,warnings,41,
worst_setup_path,reg2reg_from,"rr_ptr[0]",
synthesis,ys_sh_simple,26.01,%
synthesis,synth-xor-area-share,4.420,%
die,die_h,103,um
layout,drive_gt1_share,51.17,%
layout,design_area,3368,um2
==> final cells by class <==
cell class / count / area (um2) / share of cell area (%)
tap: 80 / 100.1 / 2.972
timing repair buffer: 126 / 967.2 / 28.71
multi-input combinational: 232 / 2117 / 62.85
inverter: 18 / 70.07 / 2.080
sequential: 3 / 68.82 / 2.043
clock buffer: 4 / 45.04 / 1.337
==> worst register-to-register path: stages (launching register included) <==
cell and delay, ns:
dfxtp_4 0.35, buf_6 0.10, inv_4 0.03, ha_4 0.25
ha_4 0.18, nor3b_2 0.22, o31ai_4 0.11, xnor2_2 0.23
ha_2 0.20, nand2b_4 0.11, nand2b_1 0.06, o21a_1 0.22
nand2_2 0.13, mux2_4 0.33, or2_4 0.23, o211ai_1 0.24
buf_4 0.17, a2111oi_4 0.06, a2bb2oi_2 0.15, buf_4 0.16
buf_4 0.13, a31o_2 0.23
==> routing by layer <==
layer  up-vias  GRT usage [%]  share of wire (%)
met5         -              0                  0
met2        51          21.60                 45
met1      1191          19.74                 50
met3         6          1.354                3.9
met4         0          1.604               0.97
li1       1257              -                  -
==> logic make-up (layout without fill, tap and decap cells) <==
| logic type | Yosys count | count (layout) |
|---|---|---|
| AOI/OAI and AO/OA | 92 | 92 |
| xor gates and xnor gates | 9 | 9 |
| adders and majority gates | 23 | 23 |
| buffers and inverters | 32 | 148 |
| DFF | 3 | 3 |
| muxes | 16 | 16 |
| and+or+nand+nor | 92 | 92 |
==> synthesized netlist by cell type (all sizes together) (5+ instances only) <==
cell / n / area share, %
a21oi: 13 / 3.5
buf: 6 / 1.7
clkbuf: 8 / 1.5
ha: 23 / 15
inv: 18 / 3.5
mux2i: 13 / 6.7
nand2: 22 / 4.2
nand2b: 7 / 2.2
nor2: 19 / 3.7
nor3: 6 / 1.5
nor3b: 5 / 2.2
o211ai: 6 / 2.3
o21ai: 12 / 3.1
o31ai: 5 / 1.9
xnor2: 8 / 3.6
==> metrics by stage <==
| stage | setup TNS, ns | setup slack (ns) |
|---|---|---|
| 3_5_place_dp | -4.907 | -0.9273 |
| 6_report | -3.572 | -0.7818 |
| 5_1_grt | -4.674 | -0.9869 |
| 3_3_place_gp | -4.635 | -0.8959 |
| 2_1_floorplan | -1.564 | -0.3828 |
| 4_1_cts | -3.616 | -0.7128 |
==> what timing repair did <==
item,4_1_cts,5_1_grt
setup buffers,21,2
pin swaps,27,11
resized,61,15
endpoints found under the setup margin,6,6
==> worst max path at each step <==
stage	start	to	cells after the start
after CTS	rr_ptr[0]	fifo_rd_en[3]	20
after global routing	rr_ptr[2]	fifo_rd_en[3]	15
final	rr_ptr[0]	fifo_rd_en[3]	20
