**design/flow/config.mk**
```make
export PLATFORM = sky130hd
export DESIGN_NAME = route_compute
export DESIGN_NICKNAME = route_compute
export VERILOG_FILES = /design/flow/design.v
export SDC_FILE = /design/flow/constraint.sdc
export NUM_CORES = 4
export LEC_CHECK = 1
export CORE_AREA = 10 10 78 78
export DIE_AREA = 0 0 88 88
```
**design/flow/constraint.sdc**
```tcl
current_design route_compute

set clk_period 4.5
set clk_io_pct 0.2

create_clock -name clk0 -period $clk_period

set non_clock_inputs [all_inputs -no_clocks]
set_input_delay [expr $clk_period * $clk_io_pct] -clock clk0 $non_clock_inputs
set_output_delay [expr $clk_period * $clk_io_pct] -clock clk0 [all_outputs]
```
**design/flow/design.v**
```verilog
module route_compute
#(
    parameter TILE_BITS  = 2,    
    parameter LOCAL_BITS = 2     
)
(
    input  wire                   pkt_valid,     
    input  wire [TILE_BITS-1:0]   curr_tile_x,   
    input  wire [TILE_BITS-1:0]   curr_tile_y,   
    input  wire [LOCAL_BITS-1:0]  curr_lx,       
    input  wire [LOCAL_BITS-1:0]  curr_ly,       
    input  wire [TILE_BITS-1:0]   dest_tile_x,   
    input  wire [TILE_BITS-1:0]   dest_tile_y,   
    input  wire [LOCAL_BITS-1:0]  dest_lx,       
    input  wire [LOCAL_BITS-1:0]  dest_ly,       
    input  wire [1:0]             vc_class,      
    input  wire [12-1:0]    link_up,       
    output wire [12-1:0]    req_ports,
    output wire                   retry
);
    localparam [12-1:0] OH_N     = 12'b000000000001;
    localparam [12-1:0] OH_S     = 12'b000000000010;
    localparam [12-1:0] OH_E     = 12'b000000000100;
    localparam [12-1:0] OH_W     = 12'b000000001000;
    localparam [12-1:0] OH_NE    = 12'b000000010000;
    localparam [12-1:0] OH_NW    = 12'b000000100000;
    localparam [12-1:0] OH_SE    = 12'b000001000000;
    localparam [12-1:0] OH_SW    = 12'b000010000000;
    localparam [12-1:0] OH_SER_N = 12'b000100000000;
    localparam [12-1:0] OH_SER_S = 12'b001000000000;
    localparam [12-1:0] OH_SER_E = 12'b010000000000;
    localparam [12-1:0] OH_SER_W = 12'b100000000000;
    wire inter_tile = (curr_tile_x != dest_tile_x) || (curr_tile_y != dest_tile_y);
    wire east_tile  = dest_tile_x > curr_tile_x;
    wire west_tile  = dest_tile_x < curr_tile_x;
    wire north_tile = dest_tile_y > curr_tile_y;
    wire south_tile = dest_tile_y < curr_tile_y;
    wire east_local  = dest_lx > curr_lx;
    wire west_local  = dest_lx < curr_lx;
    wire north_local = dest_ly > curr_ly;
    wire south_local = dest_ly < curr_ly;
    wire [12-1:0] primary_req =
        pkt_valid ?
        (inter_tile ?
            (north_tile ? OH_SER_N :
             south_tile ? OH_SER_S :
             east_tile  ? OH_SER_E :
             west_tile  ? OH_SER_W : {12{1'b0}})
        :
            (north_local & ~east_local & ~west_local) ? OH_N  :
            (south_local & ~east_local & ~west_local) ? OH_S  :
            (east_local  & ~north_local & ~south_local) ? OH_E :
            (west_local  & ~north_local & ~south_local) ? OH_W :
            (north_local & east_local) ? OH_NE :
            (north_local & west_local) ? OH_NW :
            (south_local & east_local) ? OH_SE :
            (south_local & west_local) ? OH_SW :
            {12{1'b0}})
        :
            {12{1'b0}};
    wire [12-1:0] vc_mask =
        (vc_class == 2'b01) ?
        ~(OH_SER_N | OH_SER_S | OH_SER_E | OH_SER_W) :
        {12{1'b1}};
    wire [12-1:0] primary_ok = primary_req & vc_mask & link_up;
    wire [12-1:0] reroute_req =
        inter_tile ?
            north_tile ?
                (link_up[10] ? OH_SER_E :
                 link_up[11] ? OH_SER_W :
                 link_up[9] ? OH_SER_S : {12{1'b0}})
            :
            south_tile ?
                (link_up[10] ? OH_SER_E :
                 link_up[11] ? OH_SER_W :
                 link_up[8] ? OH_SER_N : {12{1'b0}})
            :
            east_tile ?
                (link_up[8] ? OH_SER_N :
                 link_up[9] ? OH_SER_S :
                 link_up[11] ? OH_SER_W : {12{1'b0}})
            :
            west_tile ?
                (link_up[8] ? OH_SER_N :
                 link_up[9] ? OH_SER_S :
                 link_up[10] ? OH_SER_E : {12{1'b0}})
            :
                {12{1'b0}}
        :
            north_local ?
                (link_up[2] ? OH_E :
                 link_up[3] ? OH_W :
                 link_up[1] ? OH_S : {12{1'b0}})
            :
            south_local ?
                (link_up[2] ? OH_E :
                 link_up[3] ? OH_W :
                 link_up[0] ? OH_N : {12{1'b0}})
            :
            east_local ?
                (link_up[0] ? OH_N :
                 link_up[1] ? OH_S :
                 link_up[3] ? OH_W : {12{1'b0}})
            :
            west_local ?
                (link_up[0] ? OH_N :
                 link_up[1] ? OH_S :
                 link_up[2] ? OH_E : {12{1'b0}})
            :
                {12{1'b0}};
    assign req_ports = (primary_ok != 0) ? primary_ok : (reroute_req & vc_mask);
    assign retry     = pkt_valid & (req_ports == {12{1'b0}});
endmodule
```
**design/flow/run.sh**
```bash
#!/bin/bash
# OpenROAD 26Q1-2900-gdf79404cd8, Yosys 0.63+post, stock flow scripts
make -C /OpenROAD-flow-scripts/flow DESIGN_CONFIG=/design/flow/config.mk WORK_HOME=/design/flow/orfs finish
```
==> impl_metrics.json <==
{
  "status": "complete, no violations",
  "pre_cts_ws_ns": -0.1903,
  "critical_path.cell_chain": "clkdlybuf4s50_1, inv_1, ha_4, nor2b_4, o211ai_1, a21oi_2, o21ai_2, o2111ai_4, buf_6, a21o_2, o21ai_2, buf_4, clkdlybuf4s50_1",
  "vias_per_cell": 4.640,
  "fin_cells": 239,
  "ys_area_sq_um": 830.8,
  "die_area_sq_um": 7744,
  "cp.arrival_ns": 3.48,
  "final.setup.worst_slack_ns": 0.1201,
  "netlist_area_sq_um": 830.8,
  "max-cap-violations": 0,
  "overflow": 0,
  "area_leaders": "ha_1, inv_1, nand2_1",
  "synth.top_cell.area_share_pct": 12.05,
  "setup.worst_path.start_class": "primary input",
  "netlist_top_cells_count": "inv_1, nand2_1, nor2_1",
  "firstDrtPassIters": 4,
  "place_congestion": 0.8098,
  "flops": 0,
  "diodes": 0,
  "worst_pin_slew_ns": 0.3310,
  "ant_nets": 0,
  "ir_worst_vdd_mv": 0.04023,
  "rows": 24,
  "antenna_found_initial": 0,
  "warning_count": 33,
  "finalHoldViolations": 0,
  "regArea_sq_um": 0,
  "synthToLayoutAreaGrowth_pct": 89.16,
  "drive_gt1_share_pct": 27.27,
  "setup_viol": 0,
  "crit_type": "primary input to output port",
  "totalWireLength_um": 2918,
  "crit_family": "buffers and inverters",
  "track_usage_pct": 7.468,
  "drtIter0Drc": 38,
  "maxSlewViolCount": 0,
  "min_path_type": "primary input to output port",
  "numPlacedInstances": 238,
  "die_h_um": 88,
  "synth.avg_cell_area_sq_um": 6.923,
  "vias": 1109,
  "crit_required_ns": 3.60,
  "ys_cells": 120,
  "power_density_nw_per_um2": 107.6,
  "slowest_delay_ns": 0.45,
  "ys_warn_count": 0,
  "grt_max_degree": 8,
  "port_buffers": 44,
  "leakage_uw": 0.0006506,
  "logic_area_sq_um": 834.6,
  "fin_crit_ns": 4.380,
  "ys_types": 46,
  "fp_util_pct": 18.82,
  "cp.depth": 13,
  "slowest_stage": "clkdlybuf4s50_1",
  "endpoint_kind": "output port",
  "fill_cells": 457,
  "synth_cells": 120,
  "finalClockPeriodUsage_pct": 97.33,
  "nClkBuffers": 0,
  "gr-usage-met2_pct": 12.96,
  "top_usage_layer": "met2",
  "holdWs_ns": 2.748,
  "rsz0062_at_grt": "yes",
  "fmax_ghz": 0.2283,
  "core_area_sq_um": 4414,
  "ios": 44,
  "grt_pass1_wl_um": 4961,
  "drt-wirelength-per-cell_um": 12.21,
  "drc_errors": 0,
  "crit_fanout": 3,
  "largest_area_cell": "ha_1",
  "min_path_cells": 4,
  "synth.most_common_cell": "inv_1",
  "grt.met3_usage_pct": 1.403,
  "post-dp-hpwl_um": 2626,
  "crit_buf_inv": 5,
  "grt_pass1_vias": 1108,
  "met1_usage_pct": 9.923,
  "die_x_um": 88,
  "relSlewSlack_pct": 77.87,
  "ys_seq_share_pct": 0
}
-- cell type report --
type | instances | share of cell area, %
multi-input cells | 105 | 53.10
repair buffers | 67 | 39.17
well taps | 52 | 4.140
inverters | 15 | 3.583
-- cell families (layout without fill, tap and decap cells) --
| kind of cell | count (synthesis) | in the layout | synth area share (%) |
|---|---|---|---|
| AOI/OAI and AO/OA | 41 | 41 | 40.96 |
| buffers and inverters | 15 | 82 | 6.777 |
| and+or+nand+nor | 56 | 56 | 40.21 |
| adders and majority gates | 8 | 8 | 12.05 |
-- cells in the final DEF, fill, tap and decap left out, types with 3 or more instances in the layout --
cell type and instances:
inv_1 15, nand4_1 4, o21ai_2 4, ha_1 6, nand2_1 12, a21o_1 3
buf_4 22, nand3_1 6, o32ai_1 4, nor3_1 3, a21oi_1 4, nor2_1 9
clkdlybuf4s50_1 43
-- through the flow --
stage	setup TNS, ns	total power, uW	util, %	cell area (sq um)
2_1_floorplan	0	80.06	-	830.8
3_3_place_gp	-0.2638	160.3	34.01	1501
3_5_place_dp	-0.2783	160.0	34.01	1501
4_1_cts	0	167.2	35.12	1550
5_1_grt	-0.004381	187.5	35.60	1572
6_report	0	169.0	35.60	1572
-- worst min-delay path, stage by stage --
cell and delay [ns]:
clkdlybuf4s50_1 0.51, a221o_1 0.17, nor4_2 0.03, dlygate4sd2_1 0.23
-- where the power goes --
group / leakage, uW / switching (uW) / internal [uW]
Sequential: 0 / 0 / 0
Combinational: 0.000651 / 74.7 / 94.4
Clock: 0 / 0 / 0
Total: 0.000651 / 74.7 / 94.4
-- repair_timing --
item | 4_1_cts | 5_1_grt
hold buffers | 0 | 0
setup endpoints to repair | 2 | 5
buffers inserted | 1 | 0
pin swaps | 4 | 3
gates resized | 10 | 5
-- per-layer routing --
metal,share of wire (%),vias up
li1,-,585
met1,44,492
met3,9.0,0
met2,47,32
met4,0,0
met5,0,-
-- worst paths after layout --
check / slack (ns) / endpoint / start
worst min-delay path: 2.75 / retry / link_up[2]
worst max-delay path: 0.12 / req_ports[3] / curr_ly[1]
No activity file was given, so power comes from the tool's default toggle rates.
